### flow/run.sh
#!/bin/bash
# OpenROAD 26Q1-2900-gdf79404cd8, Yosys 0.63+post, stock flow scripts
make -C /OpenROAD-flow-scripts/flow DESIGN_CONFIG=/design/flow/config.mk WORK_HOME=/design/flow/orfs finish
### flow/config.mk
export PLATFORM = sky130hd
export DESIGN_NAME = macunit
export DESIGN_NICKNAME = macunit
export VERILOG_FILES = /design/flow/design.v
export SDC_FILE = /design/flow/constraint.sdc
export NUM_CORES = 4
export LEC_CHECK = 1
export CORE_UTILIZATION = 40
export SYNTH_HDL_FRONTEND = slang
### flow/constraint.sdc
current_design macunit

set clk_period 6.5
set clk_io_pct 0.2

create_clock -name clk0 -period $clk_period [get_ports {clk}]

set non_clock_inputs [all_inputs -no_clocks]
set_input_delay [expr $clk_period * $clk_io_pct] -clock clk0 $non_clock_inputs
set_output_delay [expr $clk_period * $clk_io_pct] -clock clk0 [all_outputs]
### flow/design.v
module macunit( 
input clk, 
input rst, 
input [7:0] A, B, 
output [15:0] Acc_out 
); 
    reg [15:0] accumulator; 
    always @(posedge clk or posedge rst) begin 
        if (rst) 
            accumulator <= 16'd0; 
        else 
            accumulator <= accumulator + (A * B); 
    end 
   assign Acc_out = accumulator; 
endmodule 
==> flow_metrics.tcl <==
# collected from the flow reports
set metrics [dict create \
    grt_pass1_vias 2179 \
    status "complete, no violations" \
    synth-xor-area-share_pct 2.603 \
    crit_path_max_fanout 8 \
    fillers 721 \
    grt_first_pass_wirelength_microns 10030 \
    clock_sinks 16 \
    fp.dieW_microns 89.01 \
    instances_no_fill 471 \
    grt_usage_pct 17.20 \
    num_vias 2104 \
    critPathArrivalTime_ns 5.51 \
    fin_util_pct 48.20 \
    post_cts_buffers 0 \
    yosysTopAreaCellShare_pct 33.06 \
    finalMaxSlewViolations 0 \
    routabilityCongestion 0.8224 \
    rsz0062_at_grt "false" \
    syn_inst 338 \
    area_growth_pct 16.07 \
    dp_cells 468 \
    first_iter_violations 39 \
    place_ws_ns 0.8379 \
    dieArea_sq_um 7922 \
    edf_count 0 \
    syn_area_sq_um 3028 \
    logic_family "adder cells" \
    setup_ws_ns 1.120 \
    yosysWarnings 0 \
    avgSynthCellArea_sq_um 8.958 \
    core_area_sq_um 7292 \
    hpwlAfterDp_microns 5020 \
    path_clk_slew_ns 0.07 \
    dr.pass1.iters 4 \
    maxCapViolCount 0 \
    worstSetupEndpointType "flop" \
    setup_viol 0 \
    largest_reg_flops 16 \
    htree_levels 1 \
    worstSetupPathType "in2reg" \
    synthFlopType "dfrtp_1" \
    avgViaCountPerCell 4.467 \
    cts_tree "built" \
    cts_resized 0 \
    synthAoiAreaFrac_pct 6.818 \
    clock_skew_ns 0.005692 \
    synth-seq-area-share_pct 13.22 \
    initial_utilization_pct 41.52 \
    cts_buffer_depth 2 \
    cts_buffers 3 \
    placement.io_buffers 33 \
    startpoint_type "input pin" \
    max_freq_mhz 185.9 \
    synth_cell_types 39 \
    drcViolationCount 0 \
    worst_pin_slew_ns 0.6437 \
    warnings 25 \
    die.size.y_microns 89.01 \
    fin_crit_ns 5.380 \
    clk_latency_ns 0.25 \
    drt_wl_total_microns 5676 \
    io_pins 34 \
    synthMuxAreaShare_pct 0 \
    grt_max_degree 17 \
    wire_per_inst_microns 12.05 \
    ys_area_sq_um 3028 \
    min_path_type "reg2reg" \
    diodes 0 \
    globalRouteOverflowTotal 0 \
    antenna_found_initial 0 \
    yosys_register_bits 16 \
    worstPathRequired_ns 6.63 \
    top_area_cell "fa_1" \
    fa_ha_area_share_pct 47.52 \
    holdBufCountCts 0 \
    fin_setup_tns_ns 0 \
    rows 31 \
    hold_viol_final 0 \
    root_buffer "clkbuf_8" \
    fin_crit_sh_pct 82.77 \
    final_layout_size_suffix_gt1_share_pct 2.688 \
    ant_nets 0 \
    max-slew-margin-rel_pct 57.04 \
    netlist_top_cells_area "fa_1 (33%), ha_1 (14%), dfrtp_1 (13%), inv_1 (13%), and2_1 (7.0%)" \
    async_reset_ff_share_pct 100.0 \
    synth_stat.cells 338 \
    simple_gate_area_share_pct 17.02 \
]
[cell usage in the layout (no fill, tap or decap), drive strengths merged, types with 2 or more instances in the layout]
| cell | netlist | routed |
|---|---|---|
| xnor2 | 8 | 8 |
| a21oi | 11 | 11 |
| o21a | 3 | 3 |
| nor3 | 2 | 2 |
| clkbuf | 1 | 3 |
| dfrtp | 16 | 16 |
| nor2b | 2 | 2 |
| inv | 101 | 101 |
| and2 | 34 | 34 |
| nand3 | 4 | 4 |
| o21ai | 3 | 3 |
| clkdlybuf4s50 | 0 | 33 |
| a211oi | 2 | 2 |
| ha | 35 | 35 |
| nand2 | 36 | 36 |
| nor4b | 2 | 2 |
| nor2 | 10 | 10 |
| fa | 50 | 50 |
[per-stage QoR]
step	hold slack (ns)	cell area [sq um]
2_1_floorplan	0.4557	3028
3_3_place_gp	0.4918	3473
3_5_place_dp	0.5082	3473
4_1_cts	0.5223	3515
5_1_grt	0.5720	3515
6_report	0.5138	3515
[area by class of cell]
class	count	area, sq um	area share, %
sequential	16	400.4	11.39
inverter	101	379.1	10.79
multi-input combinational	219	2240	63.72
timing repair buffer	33	330.3	9.398
tap	99	123.9	3.524
clock buffer	3	41.29	1.175
[kinds of logic after synthesis]
family,after synthesis
and+or+nand+nor,98
DFF,16
AOI/OAI and AO/OA,27
xor gates and xnor gates,9
adders and majority gates,85
buffers and inverters,103
[metal layers]
metal	track usage [%]	vias up	share of wire, %
li1	-	1074	-
met4	1.299	0	0.60
met2	24.13	43	42
met5	0	-	0
met3	5.056	2	5.5
met1	29.16	985	52
[critical path, cell delays in order]
cell and delay [ns]:
clkdlybuf4s50_1 0.62, nand2_1 0.12, fa_1 0.51, fa_1 0.54, inv_1 0.05, fa_1 0.55
inv_1 0.06, fa_1 0.54, inv_1 0.04, ha_1 0.34, o21a_1 0.15, o31a_4 0.17
o2111ai_1 0.12, a31o_1 0.26, xnor2_1 0.12
[synth_stat cells (2+ instances only)]
cell type	count
a211oi_1	2
a21oi_1	10
and2_1	34
dfrtp_1	16
fa_1	50
ha_1	35
inv_1	101
nand2_1	36
nand3_1	4
nor2_1	10
nor4b_1	2
o21a_1	3
o21ai_1	2
xnor2_1	8
[path summary, 6_finish.rpt]
check,from,endpoint,slack [ns],depth (start not counted)
setup / recovery,A[2],Acc_out[15]$_DFF_PP0_,1.12,15
hold / removal,Acc_out[0]$_DFF_PP0_,Acc_out[0]$_DFF_PP0_,0.51,1
setup reg to reg,Acc_out[6]$_DFF_PP0_,Acc_out[13]$_DFF_PP0_,2.52,14
hold reg to reg,Acc_out[0]$_DFF_PP0_,Acc_out[0]$_DFF_PP0_,0.51,1
max in group asynchronous,rst,Acc_out[7]$_DFF_PP0_,4.65,2
min in group asynchronous,rst,Acc_out[8]$_DFF_PP0_,1.44,2
