==> ./design.v <==
module booth_multiplier ( 
    input  signed [3:0] multiplicand, 
    input  signed [3:0] multiplier, 
    output reg signed [7:0] product 
); 
    reg signed [3:0] A, Q, M; 
    reg Q_1; 
    integer count; 
    always @(*) begin 
        A = 4'sd0; 
        M = multiplicand; 
        Q = multiplier; 
        Q_1 = 1'b0; 
        count = 4; 
        while (count > 0) begin 
            case ({Q[0], Q_1}) 
                2'b01: A = A + M; 
                2'b10: A = A - M; 
            endcase
            Q_1=Q[0];          
            Q={A[0], Q[3:1]};  
            A={A[3], A[3:1]};  
            count = count - 1; 
        end 
        product = {A, Q};  
    end 
endmodule 
==> ./run.sh <==
#!/bin/bash
# OpenROAD 26Q1-2900-gdf79404cd8, Yosys 0.63+post, stock flow scripts
make -C /OpenROAD-flow-scripts/flow DESIGN_CONFIG=/design/flow/config.mk WORK_HOME=/design/flow/orfs finish
==> ./config.mk <==
export PLATFORM = sky130hd
export DESIGN_NAME = booth_multiplier
export DESIGN_NICKNAME = booth_multiplier
export VERILOG_FILES = /design/flow/design.v
export SDC_FILE = /design/flow/constraint.sdc
export NUM_CORES = 4
export LEC_CHECK = 1
export CORE_AREA = 10 10 70 70
export DIE_AREA = 0 0 80 80
export SYNTH_HDL_FRONTEND = slang
==> ./constraint.sdc <==
current_design booth_multiplier

set clk_period 8.0
set clk_io_pct 0.2

create_clock -name clk0 -period $clk_period

set non_clock_inputs [all_inputs -no_clocks]
set_input_delay [expr $clk_period * $clk_io_pct] -clock clk0 $non_clock_inputs
set_output_delay [expr $clk_period * $clk_io_pct] -clock clk0 [all_outputs]
==> Slide: Implementation Results <==
Synthesis and Place & Route Summary

Setup path
  • Type of origin of the critical path: primary input
  • CP endpoint kind: output port
  • Critical Path Max Stage Delay: 0.52 ns
  • Worst path required time: 6.40 ns
  • Setup Crit Path Kind: in -> out
  • Critical path's slowest cell: clkdlybuf4s50_1
  • Critical path peak fanout: 5
  • CP arrival: 6.10 ns
  • CP cell instances: clkdlybuf4s50_1 > inv_1 > ha_1 > mux2_2 > fa_1 > xnor2_1 > nor2_1 > a21oi_1 > ha_1 > nor2b_1 > o21a_1 > o211a_1 > nor3_2 > and4_1 > or2_4 > mux2i_1 > o211a_1 > clkdlybuf4s50_1

Logic synthesis
  • Number of distinct standard cells referenced by the synthesized netlist: 39
  • Syn Std Cell Area: 811 um^2
  • YS warnings: 0
  • Post-synthesis sequential area ratio: 0
  • Syn avg cell area: 7.87 um^2
  • Ys cells: 103
  • Yosys chip area: 811 um^2
  • Mapped Cells: 103

Routing
  • Routed WL: 1.85 mm
  • Vias/cell: 4.61
  • Wire per inst: 11.1 um
  • Detailed-route DRC error count: 0
  • Drt first-iter violations: 35
  • Vias: 770
  • Routed Antenna Nets: 0
  • N_diodes: 0
  • Detailed Routing Iterations Pass 1: 4

Cells and area
  • Top cell excl fill/tap: clkdlybuf4s50_1
  • CLK BUF: 0
  • Most frequent cells in the layout: 15 x clkdlybuf4s50_1, 11 x ha_1, 10 x inv_1
  • Fillers: 370
  • Flops: 0
  • Area grow syn2layout: 31.9%
  • Layout cells sized above 1: 0.182
  • Storage element area: 0 um^2
  • MI comb area: 767 um^2
  • Final Cell Area: 1070 um^2
  • Final core occ: 0.313

Final timing
  • Fin Setup TNS: 0 ns
  • Least-Margin Pin Slew: 0.460 ns
  • Slew margin rel.: 0.694
  • Final Hold Viols: 0
  • RSZ-0062 raised after global routing: false
  • Final tally of setup violations: 0
  • FMAX: 0.130 GHz
  • Final count of pins violating max slew: 0
  • Period utilization: 0.962
  • Clock period minus worst slack: 7.70 ns

Floorplan
  • I/O pins: 16
  • Site Rows: 21
  • Initial core utilization: 0.237
  • Die width: 80 um
  • Die Y: 80 um
  • Die area: 6400 um^2
  • Core Footprint: 3420 um^2

Global route
  • GR Util met2: 0.104
  • GRT Max-Usage Layer: met2
  • Global route total overflow: 0
  • Largest net degree at the start of global routing: 11
  • M1 GR Usage: 0.0794
  • Vias in the first global route: 739
  • Routing usage on met3: 0.00341
  • Initial antenna violation count: 0
  • First-pass GRT wire length: 3.26 mm
  • Total GRT Usage: 0.0584

Placement
  • Post-Place Cell Area: 1030 um^2
  • HPWL after DPL: 1.58 mm
  • Routability cong.: 0.848
  • # port buffers: 16

Power and ir drop
  • P_leak: 0.475 nW
  • Power per Cell Area: 135 nW/um^2
  • Peak VDD IR: 23.9 uV
  • Final Total Pwr: 0.145 mW

Status
  • Outcome: complete, no violations

Run
  • OpenROAD warning count: 32
  • Max-cap viol count: 0

Hold path
  • Tightest Hold Check Type: in -> out
[layout make-up]
type                       instances  area share
tap                               46      0.0538
timing repair buffer              22       0.194
multi-input combinational         89       0.717
inverter                          10      0.0351
[final timing paths]
| check | start | to | slack (ns) | cells after the start |
|---|---|---|---|---|
| worst max-delay path | multiplicand[0] | product[6] | 0.30 | 18 |
| worst min-delay path | multiplicand[1] | product[1] | 4.03 | 4 |
[cells by family (layout without fill, tap and decap cells)]
kind of cell,count (synthesis),in the layout,share of synthesized area
and+or+nand+nor,30,30,0.224
AOI/OAI and AO/OA,26,26,0.228
adders and majority gates,14,14,0.244
buffers and inverters,14,32,0.0818
xor gates and xnor gates,10,10,0.108
muxes,9,9,0.114
[what timing repair did]
item / CTS / global route
setup buffers: 0 / 2
resized: 0 / 7
hold buffers: 0 / 0
endpoints found under the setup margin: 0 / 3
[layer usage]
| layer | vias to the layer above | wire (um) |
|---|---|---|
| met5 | - | 0 |
| met4 | 0 | 0 |
| met3 | 0 | 93 |
| met2 | 15 | 864 |
| met1 | 343 | 892 |
| li1 | 412 | - |
[cell usage after synthesis, types with 2 or more instances]
cell type / instances / area share
or3_1: 2 / 0.015
xnor2_1: 8 / 0.086
o21ai_0: 6 / 0.037
ha_1: 11 / 0.17
a211oi_1: 2 / 0.019
mux2_2: 2 / 0.028
a21oi_1: 6 / 0.037
nor2_1: 9 / 0.042
nor4_1: 2 / 0.015
a21o_1: 2 / 0.019
fa_1: 3 / 0.074
xor2_1: 2 / 0.022
inv_1: 10 / 0.046
nand2_1: 4 / 0.019
and3_2: 2 / 0.019
mux2i_1: 7 / 0.086
buf_2: 2 / 0.012
o211a_1: 2 / 0.025
[metrics by stage]
| step | hold WS, ns | std cells | worst slack, ns |
|---|---|---|---|
| after floorplan | 3.29 | 103 | 1.23 |
| after global placement | 4.21 | 165 | 0.185 |
| after detailed placement | 4.23 | 165 | 0.0676 |
| after CTS | 4.23 | 165 | 0.0515 |
| after global routing | 4.08 | 167 | 0.00392 |
| final | 4.03 | 167 | 0.304 |
[report_power, final]
group | switching [mW] | internal, mW
Combinational | 0.0609 | 0.0839
Clock | 0 | 0
Sequential | 0 | 0
[worst max-delay path: cells and delay by family]
| family | cells | cell delay, ns |
|---|---|---|
| AND-OR/OR-AND | 4 | 0.96 |
| XOR/XNOR | 1 | 0.14 |
| adder cells (fa/ha/maj) | 3 | 1.06 |
| buffers and inverters | 3 | 1.07 |
| multiplexers | 2 | 0.49 |
| AND/OR/NAND/NOR | 5 | 0.77 |
No activity file was given, so power comes from the tool's default toggle rates.
