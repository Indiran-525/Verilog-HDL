[./config.mk]
export PLATFORM = sky130hd
export DESIGN_NAME = alu
export DESIGN_NICKNAME = alu
export VERILOG_FILES = /design/flow/design.v
export SDC_FILE = /design/flow/constraint.sdc
export NUM_CORES = 4
export LEC_CHECK = 1
export CORE_UTILIZATION = 30
export SYNTH_HDL_FRONTEND = slang
[./constraint.sdc]
current_design alu

set clk_period 17.5
set clk_io_pct 0.2

create_clock -name clk0 -period $clk_period

set non_clock_inputs [all_inputs -no_clocks]
set_input_delay [expr $clk_period * $clk_io_pct] -clock clk0 $non_clock_inputs
set_output_delay [expr $clk_period * $clk_io_pct] -clock clk0 [all_outputs]
[./design.v]
module alu( 
    input [7:0] A,B, 
    input [2:0] opcode, 
    output reg [7:0] result,
    output reg [15:0] mulresult,
    output reg carry,zero
    ); 
    always@(*) begin
     result = 0;
     carry = 0;
     mulresult = 0;
     zero = 0;
     case(opcode) 
     3'b000:
        {carry, result} = {1'b0,A} + {1'b0,B}; 
     3'b001: 
        {carry, result} = {1'b0,A} + ~{1'b0,B} + 1;  
     3'b010: 
     begin
        mulresult = A * B;                           
        result = 0;
     end  
     3'b011: 
        result = (B != 0)? (A / B) :8'd255;          
     3'b100: 
        result = A & B; 
     3'b101: 
        result = A | B; 
     3'b110: 
        result = ~A; 
     3'b111: 
        result = A ^ B; 
     default: begin
        result = 0; carry = 0;
     end
     endcase 
     zero = (opcode == 3'b010) ? (mulresult == 0): (result == 0);
    end 
endmodule
[./run.sh]
#!/bin/bash
# OpenROAD 26Q1-2900-gdf79404cd8, Yosys 0.63+post, stock flow scripts
make -C /OpenROAD-flow-scripts/flow DESIGN_CONFIG=/design/flow/config.mk WORK_HOME=/design/flow/orfs finish
==> flow_summary.json <==
{
  "synth_seq_share_pct": 0,
  "antenna_left": 0,
  "io_pins": 45,
  "core_area_um2": 16060,
  "worstSetupEndpointType": "output port",
  "fin_crit_ns": 17.09,
  "drv_cap": 0,
  "synth-compound-area-share_pct": 21.61,
  "crit_fanout": 7,
  "num_vias": 5050,
  "area_growth_pct": 33.84,
  "hold_violations": 0,
  "stdcell_count": 997,
  "place_congestion": 0.9434,
  "ir_drop_uv": 40.22,
  "gr-total-overflow": 0,
  "grtUsageMet1_pct": 28.13,
  "fill_cells": 1585,
  "flops": 0,
  "yosysWarnings": 0,
  "power.density_nw_per_um2": 52.16,
  "syn-cell-area_um2": 4974,
  "synth.distinct_cells": 73,
  "drt-total-wl_um": 14810,
  "cp_num_buf_inv": 5,
  "cp_slowest_cell": "or4b_4",
  "ys_sh_adder_pct": 40.20,
  "die_w_um": 130.8,
  "worst_slack_ns": 0.4150,
  "slowest_delay_ns": 0.54,
  "synth-xor-area-share_pct": 4.403,
  "cp-start-kind": "primary input",
  "status": "complete, no violations",
  "ys_sh_simple_pct": 21.61,
  "wire_per_inst_um": 14.85,
  "critPathKind": "primary input to output port",
  "ys_cells": 654,
  "synthCells": 654,
  "std_cell_rows": 46,
  "fp_util_pct": 30.97,
  "grt_pass1_vias": 4718,
  "dieArea_um2": 17100,
  "worst_path_dominant_cell_family": "AND-OR/OR-AND gates",
  "tightest_slew_ns": 0.6453,
  "final_area_um2": 6656,
  "cp.arrival_ns": 13.59,
  "utilization_pct": 41.45,
  "slew_viol_final": 0,
  "grt_max_degree": 27,
  "firstDrtPassIters": 4,
  "fin_crit_sh_pct": 97.63,
  "finalSetupViolCount": 0,
  "drc": 0,
  "mux_share_pct": 3.522,
  "warnings": 52,
  "topCombFamilyByArea": "adder cells",
  "yosys-top-cells-area": "ha_1, fa_1, inv_1, nor2_1, nand2_1",
  "synth_top_area_share_pct": 24.91,
  "n_clock_buffer": 0,
  "met3_usage_pct": 2.405,
  "portBuffers": 45,
  "ff_latch_area_um2": 0,
  "synth.avg_cell_area_um2": 7.605,
  "drt-initial-drc-count": 369,
  "hold_path.class": "primary input to output port",
  "yosys.area.top_type": "ha_1",
  "grt_pass1_wl_um": 23880,
  "grtUsageMet2_pct": 28.17,
  "hold_slack_ns": 8.175,
  "antenna_found_initial": 0,
  "hpwlAfterDp_um": 11860,
  "slew-limit-headroom_pct": 56.84,
  "final_layout_size_suffix_gt1_share_pct": 22.92,
  "dpl_cell_area_um2": 6218,
  "required_ns": 14.00,
  "max_freq_mhz": 58.53,
  "ys_area_um2": 4974,
  "critical_path.most_common_cell": "ha_4",
  "routed_via_density": 5.065,
  "grt.total_usage_pct": 18.20,
  "dpl_worst_slack_ns": -1.072,
  "dp_cells": 977,
  "top_usage_layer": "met2",
  "die_h_um": 130.8,
  "leakagePower_nw": 3.193,
  "antenna_cells": 0
}
## final cells by class
| cell class | instances | area, µm² | area share, % |
|---|---|---|---|
| repair buffers | 150 | 1231 | 18.50 |
| well taps | 216 | 270.3 | 4.060 |
| inverters | 83 | 311.5 | 4.680 |
| multi-input cells | 548 | 4843 | 72.76 |
## per-layer routing
metal  wire, µm  part of all wire [%]
met2       6469                    44
met3        773                   5.2
met1       7423                    50
met5          0                     0
met4        143                  0.97
## power breakdown
group,switching [mW],total (mW),internal (mW)
Clock,0,0,0
Combinational,0.176,0.347,0.171
Sequential,0,0,0
Total,0.176,0.347,0.171
## placed cells by master (no fill, tap or decap), types with 3 or more instances in the layout
master             n
buf_4            103
o21ai_0           18
a31oi_1            3
nor3b_1            3
a21o_1            14
nand2_1           52
o21a_1            12
xor2_1            10
nor3_1            24
nand3_1           12
dlygate4sd2_1      8
clkdlybuf4s50_1   35
ha_1              89
xnor2_1           15
a211oi_1           6
nand2b_1           5
mux2_4             9
nor2_1            75
nor3_2             6
nor2b_1            7
inv_2              3
o21ai_2            7
o22a_1             5
ha_4               8
o21ai_1            4
or4_1              5
inv_1             80
or3_1              3
o211ai_1           7
nor4_1             3
a21oi_1           22
a21oi_2            6
a2bb2oi_1          3
fa_1              38
o22ai_1            3
o31ai_1            6
and2_1             7
## cell families after synthesis
logic type | count (synthesis)
AND/OR/NAND/NOR | 223
AND-OR/OR-AND | 150
adder cells (fa/ha/maj) | 137
buffers and inverters | 106
XOR/XNOR | 25
multiplexers | 13
## cells in the mapped netlist (10+ instances only)
master	number
fa_1	38
inv_1	81
o21a_1	12
nand3_1	12
xor2_1	10
ha_1	99
xnor2_1	15
nor3_1	29
nor2_1	76
a21o_1	14
nand2_1	54
clkbuf_1	14
a21oi_1	28
o21ai_0	26
## metrics by stage
step | total power, mW | setup TNS [ns]
after global routing | 0.3922 | -0.1147
after floorplan | 0.2267 | 0
after global placement | 0.3239 | -0.8564
final | 0.3472 | 0
after detailed placement | 0.3224 | -1.072
after CTS | 0.3346 | 0
## what timing repair did
action,CTS,global route
hold buffers,0,0
buffers inserted,13,7
setup endpoints to repair,1,1
pin swaps,23,29
gates resized,41,34
## path summary, 6_finish.rpt
check,startpoint,endpoint,slack [ns],cells after the start
setup / recovery,B[5],zero,0.41,48
hold / removal,A[7],carry,8.18,6
Power is estimated from default activity; no workload was simulated.
